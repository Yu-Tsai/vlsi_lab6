## ./design.v

```verilog
module mealy (clk, rst, din, qout);
  input clk, rst, din;
  output qout;
  reg qout;
  reg [1:0] cs, ns;
  parameter s0 = 2'b00,
            s1 = 2'b01,
            s2 = 2'b10;
  always @(posedge clk or posedge rst) begin
    if (rst)
      cs <= s0;
    else
      cs <= ns;
  end
  always @(cs or din) begin 
    case (cs)
      s0: ns = din?s1:s2;
      s1: ns = din?s1:s2;
      s2: ns = din?s2:s0;
      default: ns = s0;
    endcase
  end
  always @(cs or din) begin 
    case (cs)
      s0: qout = 1'b0;
      s1: qout = din? 1'b1:1'b0;
      s2: qout = din? 1'b0:1'b1;
      default: qout = 1'b0;
    endcase
  end
endmodule
```

## ./run.sh

```bash
#!/bin/bash
# OpenROAD 26Q1-2900-gdf79404cd8, Yosys 0.63+post, stock flow scripts
make -C /OpenROAD-flow-scripts/flow DESIGN_CONFIG=/design/flow/config.mk WORK_HOME=/design/flow/orfs finish
```

## ./config.mk

```make
export PLATFORM = sky130hd
export DESIGN_NAME = mealy
export DESIGN_NICKNAME = mealy
export VERILOG_FILES = /design/flow/design.v
export SDC_FILE = /design/flow/constraint.sdc
export NUM_CORES = 4
export LEC_CHECK = 1
export CORE_AREA = 10 10 70 70
export DIE_AREA = 0 0 80 80
```

## ./constraint.sdc

```tcl
current_design mealy

set clk_period 1.6
set clk_io_pct 0.2

create_clock -name clk0 -period $clk_period [get_ports {clk}]

set non_clock_inputs [all_inputs -no_clocks]
set_input_delay [expr $clk_period * $clk_io_pct] -clock clk0 $non_clock_inputs
set_output_delay [expr $clk_period * $clk_io_pct] -clock clk0 [all_outputs]
```

==> results.ini <==
[outcome]
outcome=complete, no violations

[grt]
number_of_global_route_vias_before_repair=104
wire_length_of_the_first_global_routing_pass_um=455
global_route.overflow_total=0
grt_max_degree=5
met1_usage=0.0107
met2_usage=0.0112
grt_util_all_layers=0.00950
grt_util_met3=0.00909
antenna_found_initial=0
globalRoute.busiestLayer=met2

[power_and_ir_drop]
gate_power_share=0.103
power_switching_share=0.206
power.leakage_nw=0.0977
power.share.sequential=0.373
irDropWorstVdd_uv=116
switchingPower_mw=0.0511
clkPwrFrac=0.524
post-layout-total-power_mw=0.248
power_per_cell_area_nw_per_um2=1050
internal_power_mw=0.197

[routing]
drtIter0Drc=0
drt_drc_violations_left=0
via_count=88
finalWirelength_um=288
dr.pass1.iters=1
drtAntennaViolNets=0
detail_route.vias_per_cell=1.38
diodes=0
route.detailed.wl_per_inst_um=4.50

[critical_path]
crit_arrival_ns=1.14
worstPathCellList=nor2b_2, a21o_1, dlygate4sd2_1
crit_type=flip-flop to output pin
crit_path_max_fo=2
cp-end-kind=output pin
setup.worst_path.start_class=flip-flop
timing.critical_path.buf_inv=1
required_time_worst_endpoint_ns=1.28
largest_stage_delay_on_the_critical_path_ns=0.37
critPathSlowestCell=sky130_fd_sc_hd__dfrtp_1
path_delay_family=flip-flops

[clocking]
ctsResizeCount=2
post_cts_buffers=0
cts_max_path_buffers=2
cts_hold_repair.buffers=0
cts_h_tree_lvls=1
worst_skew_pair.late_latency_ns=0.23
cts_buffers=3
cts.clk_slew.worst_paths_ns=0.04
clock_sink_count=3
cts_tree=done
ctsRootBufferMaster=sky130_fd_sc_hd__clkbuf_4

[placed_design]
place_worst_setup_slack_ns=-0.236
io_buffer_count=3
gp_congestion=0.631
dpl.hpwl_um=230
dp_cells=60

[logic_synthesis]
yosys-top-cells-count=sky130_fd_sc_hd__dfrtp_1, sky130_fd_sc_hd__inv_1
post_synthesis_cell_type_count=8
ys.flops=3
postSynth.asyncResetShare=1.00
netlist.top_cell.by_area=sky130_fd_sc_hd__dfrtp_1
syn-instance-count=10
netlist_top_cells_area=sky130_fd_sc_hd__dfrtp_1, sky130_fd_sc_hd__dfstp_2, sky130_fd_sc_hd__nor2b_2
enable_flop_cells=0
synth_stat.cells=10
synthFlopType=sky130_fd_sc_hd__dfrtp_1
top_cell_area_share=0.426
synth_area_um2=118
ys_warn_count=1
synth_chip_area_um2=118
postSynthSeqShare=0.649
postSynthAreaPerCell_um2=11.8

[floorplan]
ioPinCount=4
placementRows=21
die_area_um2=6400
core_util_floorplan=0.0344
core_region_area_um2=3420
die_w_um=80
die_height_um=80

[min_path]
timing.hold.worst.class=input port to async pin

[final_timing]
holdWs_ns=0.260
fin_worst_skew_ns=0.000506
report.final.hold_viol_count=0
grt_setup_unrepaired=false
drv_slew=0
post-route-worst-setup-slack_ns=0.143
max_slew_margin=0.901
finalSetupViolations=0
tightest_slew_ns=0.147
max_freq_mhz=686
finalClockPeriodUsage=0.910
timing.final.crit_period_ns=1.46

[finish]
final_layout_size_suffix_gt1_frac=0.333
finish.utilization=0.0692
flow.area_growth_from_synthesis_pct=101
layoutNonFillerInstCount=64
final.fill_count=418

[run]
log.warning_count=25
drv.max_cap_violation_count=0

==> per-stage QoR <==
stage	TNS, ns	area, um2
floorplan	0	118
global placement	-0.238	213
detailed placement	-0.236	213
CTS	0	236
global route	0	236
finish	0	236
==> cell type report <==
cell class	count	area (um2)	share of cell area
sequential	3	76.3	0.323
tap	46	57.6	0.243
timing repair buffer	4	35.0	0.148
multi-input combinational	5	33.8	0.143
clock buffer	4	26.3	0.111
inverter	2	7.51	0.0317
==> power groups by stage <==
stage                 Clock [mW]  Sequential [mW]  Combinational, mW
final                      0.130           0.0924             0.0255
after CTS                  0.140           0.0923             0.0267
after global routing       0.143           0.0931             0.0294
==> metal layers <==
layer | share of wire | vias to the layer above
li1 | - | 47
met1 | 0.40 | 39
met2 | 0.49 | 2
met3 | 0.10 | 0
met4 | 0 | 0
met5 | 0 | -
==> cell usage in the layout (no fill, tap or decap) <==
| cell type | netlist | final |
|---|---|---|
| sky130_fd_sc_hd__inv_1 | 2 | 2 |
| sky130_fd_sc_hd__clkbuf_4 | 0 | 3 |
| sky130_fd_sc_hd__dlygate4sd2_1 | 0 | 2 |
| sky130_fd_sc_hd__clkdlybuf4s50_1 | 0 | 1 |
| sky130_fd_sc_hd__buf_4 | 0 | 1 |
| sky130_fd_sc_hd__clkbuf_1 | 0 | 1 |
| sky130_fd_sc_hd__a21oi_1 | 1 | 1 |
| sky130_fd_sc_hd__o21a_1 | 1 | 1 |
| sky130_fd_sc_hd__nor2b_2 | 1 | 1 |
| sky130_fd_sc_hd__nor3_1 | 1 | 1 |
| sky130_fd_sc_hd__dfstp_2 | 1 | 1 |
| sky130_fd_sc_hd__dfrtp_1 | 2 | 2 |
| sky130_fd_sc_hd__a21o_1 | 1 | 1 |
==> cells by family (layout without fill, tap and decap cells) <==
family / after synthesis / in the layout / synth area share
buf+inv: 2 / 10 / 0.0639
simple gates: 2 / 2 / 0.117
flops: 3 / 3 / 0.649
compound gates: 3 / 3 / 0.170
==> path summary, 6_finish.rpt <==
path / start / to / slack [ns] / cells past startpoint
worst min-delay path: rst / cs[2] / 0.26 / 2
max in group asynchronous: rst / cs[0] / 1.13 / 2
worst max-delay path: flip-flop / qout / 0.14 / 3
worst max register to register: cs[0] / flip-flop / 0.85 / 2
worst min register to register: flip-flop / flip-flop / 0.52 / 2
min in group clk0: din / cs[0] / 0.43 / 2
No activity file was given, so power comes from the tool's default toggle rates.

===== flow/config.mk =====
export PLATFORM = sky130hd
export DESIGN_NAME = moore
export DESIGN_NICKNAME = moore
export VERILOG_FILES = /design/flow/design.v
export SDC_FILE = /design/flow/constraint.sdc
export NUM_CORES = 4
export LEC_CHECK = 1
export CORE_AREA = 10 10 70 70
export DIE_AREA = 0 0 80 80

===== flow/constraint.sdc =====
current_design moore

set clk_period 1.3
set clk_io_pct 0.2

create_clock -name clk0 -period $clk_period [get_ports {clk}]

set non_clock_inputs [all_inputs -no_clocks]
set_input_delay [expr $clk_period * $clk_io_pct] -clock clk0 $non_clock_inputs
set_output_delay [expr $clk_period * $clk_io_pct] -clock clk0 [all_outputs]

===== flow/design.v =====
module moore (clk, rst, din, qout);
  input clk, rst, din;
  output qout;
  reg qout;
  reg [1:0] cs, ns;
  parameter s0 = 2'b00,
            s1 = 2'b01,
            s2 = 2'b10,
            s3 = 2'b11;
  always @(posedge clk or posedge rst) begin
    if (rst)
      cs <= s0;
    else
      cs <= ns;
  end
  always @(cs or din) begin 
    case (cs)
      s0: ns = din?s2:s1;
      s1: ns = din?s1:s0;
      s2: ns = din?s3:s2;
      s3: ns = din?s3:s1;
    endcase
  end
  always @(cs) begin 
    case (cs)
      s0: qout = 1'b0;
      s1: qout = 1'b0;
      s2: qout = 1'b1;
      s3: qout = 1'b1;
    endcase
  end
endmodule

===== flow/run.sh =====
#!/bin/bash
# OpenROAD 26Q1-2900-gdf79404cd8, Yosys 0.63+post, stock flow scripts
make -C /OpenROAD-flow-scripts/flow DESIGN_CONFIG=/design/flow/config.mk WORK_HOME=/design/flow/orfs finish

==> summary.txt <==
Physical implementation status

TritonCTS built the clock tree. For this design, the slowest cell found on the critical path is dfrtp_1. Dividing the detail-routed wire length by the instance count gives 5.18 um. The total number of yosys warnings stands at 1. Per the summary, power density relative to cell area is 1350 nW/um^2. The number of antenna repair diodes stands at 0. The row count stands at 21. Clock tree synthesis found a total of 4 sinks.

The area enclosed by the die boundary stands at 6400 um^2. The maximum vdd ir drop stands at 0.566 mV. The fraction of the yosys area taken by sequential cells stands at 66.4%. The biggest cell delay along the critical path stands at 0.37 ns. The transition time at the pin with the least slew margin stands at 0.136 ns. Along the critical path, the tally of buffer and inverter instances is 1. For reference, the top cells by area after synthesis are dfrtp_1 49%, dfstp_2 17%, mux2_2 7.4%. Per the gpl log, the routability congestion estimate is 0.636.

The final hold violation count stands at 0. The area of the core stands at 3420 um^2. The largest clock skew in the final design stands at 0.0120 ns. The floorplan step set the die height to 80 um. The worst register-to-register path depth is 2. The signal arrival time at the worst endpoint stands at 0.98 ns. Per the run summary, max-cap violations total 0. The initial antenna violation count is 0.

Static timing analysis puts the maximum clock frequency at 804 MHz. The area reported by Yosys stat stands at 153 um^2. The post-synth count of flops with an enable pin is 0. Clock latency on the worst-skew pair, taken at its later pin, is 0.24 ns. Entering global routing, the biggest net connects 5 pins. The mapped netlist covers 153 um^2. STA reports the tightest min-delay check as being of type in2async. The placement-stage worst setup slack stands at -0.0119 ns. The detail route stage leaves a number of antenna-violating nets equal to 0. The depth of the critical timing path with buffers and inverters included stands at 2. The total DRC errors in the routed layout stands at 0. The share of post-route cells with drive strength above 1 stands at 47.6%. Wires add up to 347 um. Setup repair after global routing left no endpoint under its margin. In this run, synthesis produced a sequential element count of 4.

The core utilization at floorplan stands at 4.47%. The setup slack after layout stands at 0.0556 ns. The worst setup path is captured at an output port. The normalized max-slew margin stands at 90.8%. The tool warning count for the run is 25. The end-of-flow core utilization stands at 8.10%.

The CTS report gives the tree buffer count as 3. The number of vias after detailed routing stands at 110. The violation tally from detailed-route iteration zero stands at 0. The final instance area stands at 277 um^2.

The biggest fanout along the worst timing path stands at 2. The die outline width stands at 80 um. Clock tree synthesis selected as its root buffer the cell clkbuf_4.

Looking at the gate-level netlist, the highest instance count belongs to dfrtp_1. The count of buffers inserted at the top-level ports stands at 3. The run finished with clean final reports.

Each instance of the synthesized netlist takes up on average 12.7 um^2. The area added between synthesis and finish stands at 81.1%. The number of iterations in the first detailed-routing pass stands at 1.

The timing report gives the clock slew at the launch and capture registers of the worst setup and hold paths as 0.04 ns. The critical path is of the reg2out type. Endpoints with negative setup slack in the final report add up to 0.

The via count of the first global-routing pass came to 122. 4 I/O pins were placed. For reference, the final report shows the max-slew violation count at 0. The first global-routing pass estimated 510 um of wire.

The standard cell area after detailed placement stands at 248 um^2. Global routing consumed, over all layers together, 1.07% of the routing resources. The fraction of synthesis flops using an asynchronous set or reset pin stands at 100%.

The largest total area in the synthesized netlist belongs to dfrtp_1. In this run the deepest clock path goes through 2 buffers. The critical path required time stands at 1.04 ns.

The per-cell via count in the routed design stands at 1.64. The share of the clock period used by the worst path after layout stands at 95.7%. STA classifies the critical path startpoint as a flip-flop. The remaining global-route overflow stands at 0.

The leakage power figure stands at 0.115 nW. In this run the critical path is formed by or2_4, buf_2. Per the CTS log, the maximum H-tree level is 1. Summed over its instances, the top area cell type makes up 49.2% of the synthesized netlist area. The gate count of the mapped netlist stands at 12. The kind of cell with the highest combined delay along the critical path is flip-flops. The shortest clock period the worst path allows after layout stands at 1.24 ns. The most used flip-flop cell after synthesis is dfrtp_1. The count of distinct cell types in the synthesized netlist stands at 10. The cell count listed in synth_stat.txt stands at 12.
power by group:
| group | internal, mW | switching [mW] |
|---|---|---|
| combinational | 0.0353 | 0.0181 |
| sequential | 0.143 | 0.00719 |
| clock | 0.115 | 0.0543 |
| total | 0.294 | 0.0796 |
timing repair:
item                       4_1_cts  5_1_grt
hold buffers                     0        0
setup endpoints to repair        1        0
hold endpoints to repair         0        0
resized                          3        0
setup buffers                    1        0
cell usage in the layout (no fill, tap or decap), types with 2 or more instances in the layout:
| cell type | Yosys | layout |
|---|---|---|
| buf_4 | 0 | 2 |
| clkbuf_4 | 0 | 3 |
| clkdlybuf4s50_1 | 0 | 2 |
| dfrtp_1 | 3 | 3 |
final timing paths:
check                                             end  slack [ns]
max                                              qout        0.06
max in group asynchronous                       cs[0]        0.86
min                        asynchronous set/reset pin        0.20
min in group clk0                           flip-flop        0.48
max reg2reg                                     cs[3]        0.42
min reg2reg                                 flip-flop        0.48
cells by family after synthesis:
logic type	share of synthesized area (%)
flops	66.4
mux	7.38
compound gates	3.28
simple gates	20.5
buf+inv	2.46
routing by layer:
metal  up-vias  share of wire, %  track usage, %
met2         6                35           0.963
li1         56                 -               -
met1        48                53            1.54
met5         -                 0               0
met3         0                12            1.14
met4         0                 0           0.176
area by class of cell:
cell class,instances,area (um^2)
fill,410,3140
sequential,4,101
tap,46,57.6
multi-input combinational,7,47.5
timing repair buffer,5,40.0
clock buffer,4,26.3
inverter,1,3.75
metrics by stage:
stage                     TNS (ns)  std cells  hold WS, ns  power (mW)
after floorplan                  0         12       0.0254       0.177
after global routing             0         67        0.211       0.399
after CTS                        0         67        0.202       0.382
final                            0         67        0.199       0.373
after global placement           0         62        0.458       0.206
after detailed placement   -0.0119         62        0.462       0.209
Power is estimated from default activity; no workload was simulated.
